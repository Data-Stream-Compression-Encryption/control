File: ./design.v
`timescale 1 ns/ 1 ps
module shift_concat(clk, rst, stall, data_in,  valid_bits, msg_fin, data_out, done);
  input clk;
  input rst;
  input stall;
  input [63:0] data_in;       	 
  input [6:0] valid_bits;     		 
  input msg_fin;              		 
  output done;                
  output [63:0] data_out;      
  reg [127:0] concatReg;     	 
  reg [5:0] totalValidBits; 			 
	reg msgFinReg;								 
	wire [127:0] shiftedZeroFilledInput;	 
	wire [127:0] ordInputWithPrevious;   
	wire [127:0] previous;										 
	wire [127:0] shiftedConcatReg;				 
	reg overflow;  															 
	wire [6:0] validAddition;									 
	wire [63:0] maskedInput	;								 
	assign shiftedZeroFilledInput = (maskedInput	 << totalValidBits);
	assign ordInputWithPrevious = shiftedZeroFilledInput | previous;
	assign previous = (overflow)? shiftedConcatReg : concatReg;
	assign shiftedConcatReg = (concatReg >> 7'd64);
	assign validAddition = ({1'b0,totalValidBits} + valid_bits);
	assign maskedInput	= data_in & ( 64'hffffffffffffffff >> (7'd64 - valid_bits));
	assign done = overflow;
	assign data_out = concatReg[63:0];
	always@(posedge clk, negedge rst) begin
    if( ~rst ) begin
			concatReg <= 128'd0;
		end else begin
			concatReg <= ordInputWithPrevious;
		end
  end
	always@(posedge clk, negedge rst) begin
    if( ~rst ) begin
			totalValidBits <= 6'd0;
		end else if(msgFinReg) begin
			totalValidBits <= valid_bits[5:0];
		end else begin
			totalValidBits <= validAddition[5:0];
		end
  end
	always@(posedge clk, negedge rst) begin
    if( ~rst ) begin
			overflow <= 1'd0;
		end else if(msgFinReg && totalValidBits != 6'd0) begin
			overflow <= 1'b1;
		end else begin
			overflow <= validAddition[6];
		end
  end
	always@(posedge clk, negedge rst) begin
    if( ~rst ) begin
			msgFinReg <= 1'd0;
		end else if (msg_fin) begin
			msgFinReg <= 1'b1;
		end else if (totalValidBits == 6'd0) begin
			msgFinReg <= 1'd0;
		end else begin
			msgFinReg <= msgFinReg ;
		end
  end
endmodule
File: ./run.sh
#!/bin/bash
# OpenROAD 26Q1-2900-gdf79404cd8, Yosys 0.63+post, stock flow scripts
make -C /OpenROAD-flow-scripts/flow DESIGN_CONFIG=/design/flow/config.mk WORK_HOME=/design/flow/orfs finish
File: ./config.mk
export PLATFORM = sky130hd
export DESIGN_NAME = shift_concat
export DESIGN_NICKNAME = shift_concat
export VERILOG_FILES = /design/flow/design.v
export SDC_FILE = /design/flow/constraint.sdc
export NUM_CORES = 4
export LEC_CHECK = 1
export CORE_UTILIZATION = 50
File: ./constraint.sdc
current_design shift_concat

set clk_period 7.5
set clk_io_pct 0.2

create_clock -name clk0 -period $clk_period [get_ports {clk}]

set non_clock_inputs [all_inputs -no_clocks]
set_input_delay [expr $clk_period * $clk_io_pct] -clock clk0 $non_clock_inputs
set_output_delay [expr $clk_period * $clk_io_pct] -clock clk0 [all_outputs]
==> metrics.cfg <==
[cts]
cts.clk_slew.worst_paths_ns = 0.07
clk_latency_ns = 0.43
cts-buffers-inserted = 17
cts_htree_levels = 4
cts_repair_resize_count = 0
cts_post_setup_buffers_inserted = 0
cts-root-buf = sky130_fd_sc_hd__clkbuf_16
numClockSinks = 136
tritoncts_clock_tree = built
ctsLongestPathBuffers = 2
post_cts_hold_buffer_count = 0

[final_timing]
fmax_mhz = 157
clock-skew-final_ns = 0.0114
hold_viol_final = 0
layout_min_cycle_time_ns = 6.37
finalSetupViolCount = 0
rsz0062_at_grt = false
worst_slew_margin_rel = 0.292
totalNegativeSetupSlack_ns = 0
timing_worst_slew_pin_value_ns = 1.05
final_min_period_over_clock_period = 0.850
finalMaxSlewViolations = 0

[logic_synthesis]
synth.yosys.warnings = 1
synth-area-yosys_sq_um = 12800
dominantRegCellSynth = sky130_fd_sc_hd__dfrtp_1
synth.yosys.seq_area_share = 0.265
number_of_synthesized_flops_with_an_enable_pin = 0
syn-instance-count = 1493
mappedNetlistArea_sq_um = 12800
synth.distinct_cells = 106
post-synth-top-area-cell = sky130_fd_sc_hd__dfrtp_1
synth_stat.cells = 1493
async_reset_ff_frac = 1.00
syn_avg_cell_area_sq_um = 8.60
synth_flop_count = 136
top_area_frac = 0.265
synthTopCellsByArea = sky130_fd_sc_hd__dfrtp_1 27%, sky130_fd_sc_hd__mux2i_1 8.1%, sky130_fd_sc_hd__buf_4 4.0%

[layout]
top_cell_excl_fill_tap = sky130_fd_sc_hd__clkdlybuf4s50_1
final_cell_mix = 137 x sky130_fd_sc_hd__clkdlybuf4s50_1, 129 x sky130_fd_sc_hd__dfrtp_1, 106 x sky130_fd_sc_hd__nand2_1
fraction_of_layout_cells_with_a_size_suffix_above_1 = 0.119
flow.area_growth_from_synthesis_pct = 13.6

[placed_design]
detailed_place_hpwl_microns = 38000
gp_congestion = 0.996
place.port_buffers = 138

[worst_setup_path]
worst-r2r-cell-count = 9
critPathRequiredTime_ns = 7.82
timing.rr.start = totalValidBits[0]
path_cells = clkdlybuf4s50_1, inv_1, ha_1, inv_1, ha_1, nand2b_1, o311ai_1, o22ai_1, a2bb2oi_1, nor2_1, a21oi_1, mux4_2, nand2_1
setup.worst_path.end_class = flop
critPathSlowestCell = sky130_fd_sc_hd__o311ai_1
worst-endpoint-arrival_ns = 6.69
setup.worst_path.start_class = input pin
crit-reg2reg-capture = concatReg[70]
critPathKind = input pin to flop
critical_path.startpoint = valid_bits[1]
critical_path_peak_fanout = 19
register_to_register_setup_slack_ns = 3.47
cpPeakStageDelay_ns = 0.69

[worst_hold_path]
hold_path_depth = 2
hold-path-endpoint = concatReg[79]
min-delay-path-class = flop to flop
hp-start = concatReg[79]

[floorplanning]
die_y_microns = 162
num_io_pins = 140
design.core.area_sq_um = 25200
row_count = 58
dieWidth_microns = 162
chip_area_sq_um = 26300
fp_util = 0.510

[flow_run]
tool_warnings = 29
timing.max_cap.violations = 0

[grt]
grt_antenna_before_repair = 0
grt_start_max_net_pins = 81
global_route_wire_length_before_repair_microns = 76200
first_global_vias = 11912
grt_usage = 0.401
global_route.overflow_total = 0

[drt]
dr.first_iter.drc_count = 1597
vias = 13042
via_cell_ratio = 7.07
drt_pre_antenna_iters = 6
drc = 0
postRouteWirelength_microns = 51300
postRouteAntennaNets = 0
diodes = 0
route.detailed.wl_per_inst_microns = 27.8

[pwr]
max_rail_drop_vdd_uv = 149
total_leakage_power_uw = 0.00601
final_total_power_uw = 2610
power_density_nw_per_um2 = 179

[outcome]
outcome = finished, final reports clean

## power breakdown
group | total [uW] | switching (uW) | leakage (uW) | internal, uW
sequential | 857 | 49.6 | 0.00176 | 808
combinational | 842 | 487 | 0.00394 | 355
clock | 913 | 399 | 0.000309 | 514
## worst max-delay path: cells and delay by family
kind | cells | cell delay [ns]
and+or+nand+nor | 3 | 0.67
muxes | 1 | 0.38
adders and majority gates | 2 | 0.97
buffers and inverters | 3 | 1.03
AOI/OAI and AO/OA | 4 | 2.12
## registers in the layout (all words and copies together), names as in the netlist
| signal | count |
|---|---|
| msgFinReg | 1 |
| concatReg | 128 |
| overflow | 1 |
| totalValidBits | 6 |
## how the worst max path moves through the flow
stage / end / slack (ns) / depth (start not counted)
after CTS: concatReg[42] / 1.27 / 15
after global routing: concatReg[72] / 0.90 / 15
final: concatReg[58] / 1.13 / 13
## cells in the mapped netlist, types with 22 or more instances
| cell | number |
|---|---|
| sky130_fd_sc_hd__a21oi_1 | 66 |
| sky130_fd_sc_hd__a211oi_1 | 24 |
| sky130_fd_sc_hd__nand2_1 | 106 |
| sky130_fd_sc_hd__clkbuf_1 | 84 |
| sky130_fd_sc_hd__o221ai_1 | 31 |
| sky130_fd_sc_hd__nor2_1 | 100 |
| sky130_fd_sc_hd__o22ai_1 | 41 |
| sky130_fd_sc_hd__nand3_1 | 28 |
| sky130_fd_sc_hd__inv_1 | 37 |
| sky130_fd_sc_hd__dfrtp_1 | 136 |
| sky130_fd_sc_hd__buf_1 | 22 |
| sky130_fd_sc_hd__mux2i_1 | 104 |
| sky130_fd_sc_hd__o211ai_1 | 32 |
| sky130_fd_sc_hd__mux2_2 | 22 |
| sky130_fd_sc_hd__and2_1 | 22 |
| sky130_fd_sc_hd__buf_4 | 68 |
| sky130_fd_sc_hd__a221o_1 | 23 |
| sky130_fd_sc_hd__o21ai_0 | 78 |
## metal layers
metal,global-route usage,share of wire,up-vias,routed length (microns)
met4,0.145,0.046,0,2360
met2,0.591,0.44,775,22500
met1,0.590,0.42,6338,21400
met3,0.0880,0.098,120,5030
li1,-,-,5809,-
met5,0,0,-,0
## final cells by class
class	instances	area [sq um]
Fill cell	2224	10600
Clock inverter	15	199
Clock buffer	17	425
Sequential cell	136	3410
Multi-Input combinational cell	1123	8250
Inverter	38	143
Timing Repair Buffer	186	1740
Tap cell	330	413
## kinds of logic (layout without fill, tap and decap cells)
logic type | Yosys count | after routing | share of synthesized area
AND-OR/OR-AND | 580 | 580 | 0.342
XOR/XNOR | 9 | 9 | 0.00672
adder cells (fa/ha/maj) | 12 | 12 | 0.0123
buffers and inverters | 234 | 256 | 0.0924
flip-flops | 136 | 136 | 0.265
multiplexers | 145 | 145 | 0.134
AND/OR/NAND/NOR | 377 | 377 | 0.148
## stage by stage
stage	utilization	cells	hold slack [ns]	setup slack (ns)	instance area, sq um
CTS	0.579	1845	0.483	1.27	14600
global placement	0.555	1813	0.462	0.847	14000
finish	0.579	1845	0.480	1.13	14600
detailed placement	0.555	1813	0.465	0.807	14000
global route	0.579	1845	0.509	0.903	14600
floorplan	-	1493	0.445	2.59	12800
Power figures rest on the tool's default switching activity, not on a simulated workload.
