## ./run.sh

```bash
#!/bin/bash
# OpenROAD 26Q1-2900-gdf79404cd8, Yosys 0.63+post, stock flow scripts
make -C /OpenROAD-flow-scripts/flow DESIGN_CONFIG=/design/flow/config.mk WORK_HOME=/design/flow/orfs finish
```

## ./config.mk

```make
export PLATFORM = sky130hd
export DESIGN_NAME = SevenSegmentDisplayDriver
export DESIGN_NICKNAME = SevenSegmentDisplayDriver
export VERILOG_FILES = /design/flow/design.v
export SDC_FILE = /design/flow/constraint.sdc
export NUM_CORES = 4
export LEC_CHECK = 1
export CORE_AREA = 10 10 70 70
export DIE_AREA = 0 0 80 80
```

## ./constraint.sdc

```tcl
current_design SevenSegmentDisplayDriver

set clk_period 2.4
set clk_io_pct 0.2

create_clock -name clk0 -period $clk_period

set non_clock_inputs [all_inputs -no_clocks]
set_input_delay [expr $clk_period * $clk_io_pct] -clock clk0 $non_clock_inputs
set_output_delay [expr $clk_period * $clk_io_pct] -clock clk0 [all_outputs]
```

## ./design.v

```verilog
module SevenSegmentDisplayDriver(d, seg);
input [4:0] d;           
output [6:0] seg;        
assign seg = ( d[4] == 1 )? (7'b1111111 ) :			 
				( d == 0 )? ( 7'b1000000 ) : 				
				( d == 1 )? ( 7'b1111001 ) :
				( d == 2 )? ( 7'b0100100 ) :
				( d == 3 )? ( 7'b0110000 ) :
				( d == 4 )? ( 7'b0011001 ) :
				( d == 5 )? ( 7'b0010010 ) :
				( d == 6 )? ( 7'b0000010 ) :
				( d == 7 )? ( 7'b1111000 ) :
				( d == 8 )? ( 7'b0000000 ) :
				( d == 9 )? ( 7'b0010000 ) :
				( d == 10 )? ( 7'b0001000 ) :
				( d == 11 )? ( 7'b0000011 ) :
				( d == 12 )? ( 7'b1000110 ) :
				( d == 13 )? ( 7'b0100001 ) :
				( d == 14 )? ( 7'b0000110 ) :
				( 7'b0001110 );
endmodule
```

==> impl_metrics.py <==
# Physical implementation metrics
metrics = {
    "detailed_routing": {
        "route.antenna.remaining_nets": 0,
        "drtPass1Iterations": 2,
        "drt_first_iter_violations": 20,
        "routed-via-count": 341,
        "drc": 0,
        "wirelength_um": 865,
        "post_drt_via_cell_ratio": 3.31,
        "antenna-diode-count": 0,
        "wl_per_cell_um": 8.40,
    },
    "placed_design": {
        "place_hpwl_um": 727,
        "placement.io_buffers": 12,
        "gp_congestion": 0.634,
        "detailed_place.area_um2": 452,
        "detailedPlace.worstSlack_ns": -0.271,
        "placed_cells": 102,
    },
    "global_route": {
        "maximum_number_of_pins_on_one_net_before_global_route_repair": 10,
        "overflow": 0,
        "track_usage_pct": 2.47,
        "first_global_vias": 311,
        "antenna_found_initial": 0,
        "grt_first_pass_wirelength_mm": 1.34,
    },
    "synth": {
        "yosys_warnings": 0,
        "post_synth_instance_area_um2": 230,
        "post_synth_inst_count": 39,
        "ys_cells": 39,
        "yosysMostFrequentCell": "sky130_fd_sc_hd__o21ai_0",
        "synthTopCellsByCount": "sky130_fd_sc_hd__o21ai_0, sky130_fd_sc_hd__a31oi_1, sky130_fd_sc_hd__inv_1, sky130_fd_sc_hd__buf_2, sky130_fd_sc_hd__nor2_1",
        "ys_chip_area_um2": 230,
        "synth.top_cell.area_share_pct": 15.2,
        "topCellsByArea": "sky130_fd_sc_hd__o21ai_0, sky130_fd_sc_hd__a31oi_1, sky130_fd_sc_hd__xor2_1",
        "ys_seq_share_pct": 0,
        "synth.lib_cells_used.distinct": 19,
        "netlist.top_cell.by_area": "sky130_fd_sc_hd__o21ai_0",
        "synth.avg_cell_area_um2": 5.90,
    },
    "job": {
        "timing.max_cap.violations": 0,
        "warning_count": 32,
    },
    "min_path": {
        "holdCritStartpoint": "d[2]",
        "hold_path.class": "in -> out",
        "hold-path-cell-count": 4,
    },
    "setup_path": {
        "crit_cells": 7,
        "worst_path_largest_cell_delay_ns": 0.49,
        "timing.critical_path.fanout_max": 5,
        "worstSetupPathType": "in -> out",
        "worst_ep_required_time_ns": 1.92,
        "critical_path.endpoint_type": "output pin",
        "crit_buf_inv": 5,
        "cp_top_family": "buffers and inverters",
        "critPathLaunchType": "input pin",
        "crit_path_cell_trace": "dlygate4sd2_1, buf_6, inv_1, buf_4, a31oi_1, o21ai_0, clkdlybuf4s50_1",
        "cpMaxStageDelayCell": "sky130_fd_sc_hd__clkdlybuf4s50_1",
        "critical_path.startpoint": "d[3]",
        "critPathArrivalTime_ns": 1.74,
    },
    "final_timing": {
        "final_period_minus_worst_setup_slack_ns": 2.22,
        "totalNegativeSetupSlack_ns": 0,
        "finalSetupViolations": 0,
        "setup_ws_ns": 0.179,
        "final.period_utilization_pct": 92.5,
        "timing.final.hold_violations": 0,
        "rsz_0062_raised_after_global_routing": "false",
        "slew_viol_final": 0,
        "timing.slew.headroom_pct": 82.7,
        "achievable-frequency_mhz": 450,
        "worstMarginPinSlew_ns": 0.255,
        "hold_slack_ns": 1.56,
    },
    "cells_and_area": {
        "final-seq-area_um2": 0,
        "synthToLayoutAreaGrowth_pct": 92.4,
        "finish.cell_count_without_fillers": 103,
        "final.clkbuf_count": 0,
        "n_sequential_cell": 0,
        "drive_above_1_share_pct": 26.3,
        "post_layout_util_pct": 13.0,
        "final_area_um2": 443,
        "layout.filler_cells": 399,
    },
    "die": {
        "die_w_um": 80,
        "die_h_um": 80,
        "chip_area_um2": 6400,
        "fp.coreArea_um2": 3420,
        "fp-utilization_pct": 6.74,
        "rows": 21,
        "pin_count": 12,
    },
    "power": {
        "max_ir_drop_vdd_uv": 22.2,
        "power.density_cell_area_nw_per_um2": 155,
        "fin_total_pwr_mw": 0.0687,
        "leakage_power_of_the_design_nw": 0.187,
    },
    "run_status": {
        "status": "completed",
    },
    "cts": {
        "cts_setup_buffers": 0,
        "cts_hold_buf": 0,
    },
}
-- metal layers --
metal	part of all wire (%)	track usage (%)
met1	41	2.83
met5	0	0
met3	8.0	0.568
met2	51	4.74
met4	0	0
-- cells by family after synthesis --
logic type / share of synthesized area (%)
compound gates: 46.2
simple gates: 26.1
buf+inv: 20.1
xor+xnor: 7.61
-- cells in the final DEF, fill, tap and decap left out --
| master | netlist | layout |
|---|---|---|
| sky130_fd_sc_hd__a31oi_1 | 4 | 4 |
| sky130_fd_sc_hd__clkdlybuf4s50_1 | 0 | 7 |
| sky130_fd_sc_hd__a21oi_1 | 2 | 2 |
| sky130_fd_sc_hd__nand2b_1 | 2 | 2 |
| sky130_fd_sc_hd__nor2_1 | 3 | 3 |
| sky130_fd_sc_hd__buf_6 | 1 | 1 |
| sky130_fd_sc_hd__nor3b_1 | 1 | 1 |
| sky130_fd_sc_hd__and2b_1 | 1 | 1 |
| sky130_fd_sc_hd__buf_4 | 0 | 9 |
| sky130_fd_sc_hd__and3_1 | 1 | 1 |
| sky130_fd_sc_hd__buf_2 | 3 | 1 |
| sky130_fd_sc_hd__o21ai_0 | 7 | 7 |
| sky130_fd_sc_hd__o21a_1 | 1 | 1 |
| sky130_fd_sc_hd__or4_1 | 1 | 1 |
| sky130_fd_sc_hd__xor2_1 | 2 | 2 |
| sky130_fd_sc_hd__nand2_1 | 2 | 2 |
| sky130_fd_sc_hd__o221ai_1 | 1 | 1 |
| sky130_fd_sc_hd__o311ai_1 | 1 | 1 |
| sky130_fd_sc_hd__dlygate4sd2_1 | 0 | 2 |
| sky130_fd_sc_hd__a221o_2 | 1 | 1 |
| sky130_fd_sc_hd__clkbuf_2 | 1 | 3 |
| sky130_fd_sc_hd__inv_1 | 4 | 4 |
-- area by class of cell --
class | count | area (um2) | share of cell area, %
Inverter | 4 | 15.0 | 3.39
Multi-Input combinational cell | 30 | 184 | 41.5
Tap cell | 46 | 57.6 | 13.0
Timing Repair Buffer | 23 | 186 | 42.1
-- repair_timing --
item | 4_1_cts | 5_1_grt
pin swaps | 0 | 0
cloned | 1 | 0
endpoints found under the setup margin | 7 | 4
endpoints found under the hold margin | 0 | 0
gates resized | 6 | 6
-- path summary, 6_finish.rpt --
kind	to	slack [ns]
hold / removal	seg[2]	1.56
setup / recovery	seg[3]	0.18
-- report_power, final --
group	internal [mW]	switching, mW	leakage [nW]
logic	0.0411	0.0276	0.187
clock network	0	0	0
registers	0	0	0
-- tightest hold or removal path, stage by stage --
cell	delay (ns)
sky130_fd_sc_hd__clkbuf_2	0.14
sky130_fd_sc_hd__or4_1	0.12
sky130_fd_sc_hd__o311ai_1	0.09
sky130_fd_sc_hd__dlygate4sd2_1	0.24
Power figures rest on the tool's default switching activity, not on a simulated workload.
