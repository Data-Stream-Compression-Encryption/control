`flow/design.v`:
```
`timescale 1 ns/ 1 ps
module mem_con(clk, rst,dram_addr, dram_ba, dram_cas_n, dram_cke, dram_clk, dram_cs_n, dram_dq, dram_dqm, dram_ras_n, dram_we_n, dataToWrite, dataToRead, address, w_rn, go, valid, led);
	input clk;
	input rst;	
	output 	    	[12:0]		dram_addr;
	output		     [1:0]		dram_ba;
	output reg	          		dram_cas_n;
	output		          		dram_cke;
	output		          		dram_clk;
	output		          		dram_cs_n;
	inout 		    [31:0]		dram_dq;
	output		     [3:0]		dram_dqm;
	output reg	          		dram_ras_n;
	output reg	          		dram_we_n;
	input [63:0] dataToWrite;
	output reg [63:0] dataToRead;
	input [12:0] address;
	input w_rn;					 
	input go;
	output reg valid;
	output reg [9:0] led;
	assign dram_cke = 1'b1;			 
	assign dram_cs_n = 1'b0;		 
	assign dram_clk = clk;
	assign dram_ba = 2'b00;
	assign dram_dqm = 4'b0;
	reg [4:0] curState;
	reg [4:0] nextState;
	parameter [4:0] IDLE = 5'd0;												 
	parameter [4:0] ACTIVE = 5'd1;										 
	parameter [4:0] READ_BEGIN = 5'd2;						 
	parameter [4:0] READ_WAIT1 = 5'd3;					 
	parameter [4:0] READ_WAIT2 = 5'd4;					 
	parameter [4:0] READ1 = 5'd5;										 
	parameter [4:0] ACTIVE_WAIT1 = 5'd6;				 
	parameter [4:0] ACTIVE_WAIT2 = 5'd7;				 
	parameter [4:0] READ2 = 5'd8;										 
	parameter [4:0] WRITE1 = 5'd9;									 
	parameter [4:0] WRITE2 = 5'd10;								 
	parameter [4:0] TERMINATE = 5'd11;						 
	parameter [4:0] MRS = 5'd12;											 
	parameter [4:0] POWERUP = 5'd13;							 
	parameter [4:0] PRECHARGE_AB = 5'd14;		 
	parameter [4:0] INIT_REFRESH = 5'd15;  		 
	parameter [4:0] INIT_REFRESH_BACKOFF =5'd16;		 
	parameter [4:0] MRS_DELAY	=	5'd17;				 
	parameter [1:0] CAS_LATENCY = 2'd2;
	reg [12:0] powerupCounter;
	parameter [12:0] POWERUP_WAIT_PERIOD = 13'd5000;
	reg [3:0] initRefreshWaitCounter;
	reg [3:0] initRefreshBackoffCounter;	
	parameter [3:0] INIT_REFRESH_PERIOD = 4'd8;
	parameter [3:0] INIT_REFRESH_BACKOFF_PERIOD = 4'd7;
	parameter [12:0] MEM_MODE = 13'b0001000110001;
	reg [63:0] writeData;    
	reg [31:0] writeDataHalf;
	reg [12:0] curAddress;
	reg command;			 
	reg writeNow;
	parameter WRITE = 1'b1;
	parameter READ = 1'b0;
	always@(posedge clk, negedge rst) begin
			if(~rst) 
				curState <= POWERUP;
			else	
				curState <= nextState;	
	end
	always@(curState,go,command,powerupCounter,initRefreshBackoffCounter, initRefreshWaitCounter) begin
		case(curState)
			IDLE: begin
				if(go)begin
					nextState = ACTIVE;
				end else
					nextState = IDLE;
			end
			ACTIVE: begin
				nextState = ACTIVE_WAIT1;
			end
			ACTIVE_WAIT1: begin
				nextState = ACTIVE_WAIT2;
			end
			ACTIVE_WAIT2: begin
				if(~command) begin
					nextState = READ_BEGIN;
				end else begin
					nextState = WRITE1;
				end					
			end
			READ_BEGIN: begin
				nextState = READ_WAIT1;
			end
			READ_WAIT1:
				nextState = READ_WAIT2;
			READ_WAIT2:begin
				nextState = READ1;
			end
			READ1:begin
				nextState = READ2;				
			end
			READ2:begin
				nextState = IDLE;
			end
			WRITE1:begin				
				nextState = WRITE2;								
			end
			WRITE2:begin
				nextState = IDLE;
			end
			MRS:begin
				nextState = MRS_DELAY;
			end
			MRS_DELAY:begin
				nextState = IDLE;
			end
			POWERUP: begin
				if(powerupCounter > POWERUP_WAIT_PERIOD)begin
					nextState = PRECHARGE_AB;
				end else begin
					nextState = POWERUP;
				end
			end
			PRECHARGE_AB: begin
				nextState = INIT_REFRESH_BACKOFF;
			end
			INIT_REFRESH_BACKOFF:begin
				if(initRefreshBackoffCounter >= INIT_REFRESH_BACKOFF_PERIOD)begin
					if(initRefreshWaitCounter >= INIT_REFRESH_PERIOD)begin
						nextState = MRS;
					end else begin
						nextState = INIT_REFRESH;
					end					
				end else begin
					nextState = INIT_REFRESH_BACKOFF;
				end
			end
			INIT_REFRESH:begin
				nextState = INIT_REFRESH_BACKOFF;
			end
			default:
				nextState = IDLE;
		endcase
	end
	always@(posedge clk, negedge rst) begin
		if(~rst) begin
			valid <= 1'b0;
		end else if (curState==READ2) begin
			valid <= 1'b1;
		end else if (curState==WRITE2) begin
			valid <= 1'b1;
		end else
			valid <= 1'b0;
	end
	assign dram_addr = curAddress;
	always@(negedge clk, negedge rst) begin
		if(~rst) begin	
			curAddress <= 13'b0000000000000;
		end else if(curState == IDLE) begin
			curAddress <= {address[12:11],1'b0,address[9:0]};
		end else if(curState == READ_WAIT1) begin
			curAddress <= curAddress + 13'd1;
		end else if(curState == WRITE2) begin
			curAddress <= curAddress + 13'd1;	
		end else if(curState == POWERUP) begin
			curAddress <= MEM_MODE;
		end else begin
			curAddress <= curAddress;
		end
	end
	assign dram_dq = (writeNow)? writeDataHalf :
		32'hzzzzzzzz;
	always@(posedge clk ,negedge rst) begin
		if(~rst) begin
			dataToRead <= 64'b0;
		end else if(curState == READ1) begin
			dataToRead <= {dram_dq,32'h10101010}; 
		end else if(curState == READ2) begin
			dataToRead <= {dataToRead[63:32],dram_dq};   
		end else begin
			dataToRead <= dataToRead;
		end
	end
	always@(posedge clk ,negedge rst) begin
		if(~rst) begin
			writeData <= 64'b0;
		end else if(go == 1'b1 && nextState == ACTIVE && command == WRITE ) begin
			writeData <= dataToWrite;
		end else begin
			writeData <= writeData;
		end
	end
	always@(negedge clk ,negedge rst) begin
		if(~rst) begin
			writeDataHalf <= 32'd0;
			writeNow <= 1'd0;
		end else if(curState == WRITE1) begin			
			writeDataHalf <= writeData[63:32];
			writeNow <= 1'd1;
			if(curAddress == 13'd0)begin
			end else begin
			end			
		end else if(curState == WRITE2) begin
			writeDataHalf <= writeData[31:0];
			writeNow <= 1'd1;
			if(curAddress == 13'd1)begin
			end else if(curAddress == 13'd0)begin
			end else begin
			end
		end else begin
			writeDataHalf <= 32'hdeadbeef; 
			writeNow <= 1'd0;
		end
	end
	always@(posedge clk, negedge rst) begin
		if(~rst) begin
			command <= 1'b0;
		end else if (go && curState == IDLE) begin
			command <= w_rn;
		end else
			command <= command;
	end
	always@(negedge clk, negedge rst) begin
		if(~rst) begin
			dram_ras_n <= 1'b1;
			dram_cas_n <= 1'b1;
			dram_we_n <= 1'b1;
		end else if(curState == IDLE) begin
			dram_ras_n <= 1'b1;
			dram_cas_n <= 1'b1;
			dram_we_n <= 1'b1;		
		end else if(curState == READ_BEGIN) begin
			dram_ras_n <= 1'b1;
			dram_cas_n <= 1'b0;
			dram_we_n <= 1'b1;
		end else if(curState == READ_WAIT1) begin
			dram_ras_n <= 1'b1;
			dram_cas_n <= 1'b0;
			dram_we_n <= 1'b1;
		end else if(curState == READ_WAIT2) begin
			dram_ras_n <= 1'b1;
			dram_cas_n <= 1'b1;
			dram_we_n <= 1'b1;	
		end else if(curState == ACTIVE) begin
			dram_ras_n <= 1'b0;
			dram_cas_n <= 1'b1;
			dram_we_n <= 1'b1;
		end else if(curState == ACTIVE_WAIT1) begin
			dram_ras_n <= 1'b1;
			dram_cas_n <= 1'b1;
			dram_we_n <= 1'b1;
		end else if(curState == ACTIVE_WAIT2) begin
			dram_ras_n <= 1'b1;
			dram_cas_n <= 1'b1;
			dram_we_n <= 1'b1;
		end else if(curState == READ1) begin
			dram_ras_n <= 1'b1;
			dram_cas_n <= 1'b1;
			dram_we_n <= 1'b1;
		end else if(curState == READ2) begin
			dram_ras_n <= 1'b1;
			dram_cas_n <= 1'b1;
			dram_we_n <= 1'b1;
		end else if(curState == WRITE1) begin
			dram_ras_n <= 1'b1;
			dram_cas_n <= 1'b0;
			dram_we_n <= 1'b0;
		end else if(curState == WRITE2) begin
			dram_ras_n <= 1'b1;
			dram_cas_n <= 1'b0;
			dram_we_n <= 1'b0;
		end else if(curState == TERMINATE) begin
			dram_ras_n <= 1'b1;
			dram_cas_n <= 1'b1;
			dram_we_n <= 1'b0;
		end else if(curState == MRS) begin
			dram_ras_n <= 1'b0;
			dram_cas_n <= 1'b0;
			dram_we_n <= 1'b0;
		end else if(curState == POWERUP) begin
			dram_ras_n <= 1'b1;
			dram_cas_n <= 1'b1;
			dram_we_n <= 1'b1;
		end else if(curState == PRECHARGE_AB) begin
			dram_ras_n <= 1'b0;
			dram_cas_n <= 1'b1;
			dram_we_n <= 1'b1;
		end else if(curState == INIT_REFRESH_BACKOFF) begin
			dram_ras_n <= 1'b1;
			dram_cas_n <= 1'b1;
			dram_we_n <= 1'b1;
		end else if(curState == INIT_REFRESH) begin
			dram_ras_n <= 1'b0;
			dram_cas_n <= 1'b0;
			dram_we_n <= 1'b1;
		end else begin
			dram_ras_n <= 1'b1;
			dram_cas_n <= 1'b1;
			dram_we_n <= 1'b1;
		end						
	end		
	always@(posedge clk, negedge rst) begin
		if(~rst) begin
			powerupCounter <= 13'd0;
		end else if(curState == POWERUP) begin
			powerupCounter <= powerupCounter + 13'd1;
		end else begin
		end	
	end
	always@(posedge clk, negedge rst) begin
		if(~rst) begin	
			initRefreshWaitCounter <= 4'd0;
		end else if( curState==INIT_REFRESH )begin
			initRefreshWaitCounter <= initRefreshWaitCounter + 4'd1;
		end else begin
			initRefreshWaitCounter <= initRefreshWaitCounter;
		end
	end
	always@(posedge clk, negedge rst) begin
		if(~rst) begin	
			initRefreshBackoffCounter <= 4'd0;
		end else if (curState==INIT_REFRESH_BACKOFF)begin
			initRefreshBackoffCounter <= initRefreshBackoffCounter + 4'd1;
		end else begin
			initRefreshBackoffCounter <= 4'd0;
		end
	end
	always@(posedge clk, negedge rst) begin
		if(~rst) begin
			led[5]	<= 1'b0;
			led[4]	<= 1'b0;
			led[2] <= 1'b0;
			led[3] <= 1'b0;
		end else if(curState == WRITE1) begin
			led[2] <= 1'b1;
		end else if(curState == WRITE2) begin
			led[3] <= 1'b1;
		end else if(curState == READ1) begin
			led[4]	<= 1'b1;
		end else if(valid) begin
			led[5]	<= 1'b1;
		end else begin
		end		
	end
endmodule
```
`flow/config.mk`:
```
export PLATFORM = sky130hd
export DESIGN_NAME = mem_con
export DESIGN_NICKNAME = mem_con
export VERILOG_FILES = /design/flow/design.v
export SDC_FILE = /design/flow/constraint.sdc
export NUM_CORES = 4
export LEC_CHECK = 1
export CORE_UTILIZATION = 50
```
`flow/constraint.sdc`:
```
current_design mem_con

set clk_period 4.6
set clk_io_pct 0.2

create_clock -name clk0 -period $clk_period [get_ports {clk}]

set non_clock_inputs [all_inputs -no_clocks]
set_input_delay [expr $clk_period * $clk_io_pct] -clock clk0 $non_clock_inputs
set_output_delay [expr $clk_period * $clk_io_pct] -clock clk0 [all_outputs]
```
`flow/run.sh`:
```
#!/bin/bash
# OpenROAD 26Q1-2900-gdf79404cd8, Yosys 0.63+post, stock flow scripts
make -C /OpenROAD-flow-scripts/flow DESIGN_CONFIG=/design/flow/config.mk WORK_HOME=/design/flow/orfs finish
```
==> results.sh <==
# physical design summary
export IMPL_status="stopped before the end"
export IMPL_synth_top_flop_cell="dfrtp_1"
export IMPL_synthArstFlopShare=1.00
export IMPL_cts_setup_buffers=12
export IMPL_synth_top_cells_by_count="dfrtp_1, nor2_1, mux2_4"
export IMPL_netlist_top_cell_by_area="dfrtp_1"
export IMPL_syn_area_per_cell_um2=13.2
export IMPL_synth_most_common_cell="dfrtp_1"
export IMPL_ys_ff=220
export IMPL_gp_congestion=0.859
export IMPL_error="[error] [KeplerFormal.cpp:679] Workflow failed: Iso has multiple drivers: .dram_dq0, dram_dq[0]$_DFF_NN0_.Q0"
export IMPL_yosysTopAreaCellShare=0.473
export IMPL_synthesis_area_um2=9050
export IMPL_fp_dieW_um=137
export IMPL_pin_count=213
export IMPL_post_cts_resized=25
export IMPL_rows=48
export IMPL_edf_count=0
export IMPL_ys_chip_area_um2=9050
export IMPL_ys_top_cells_by_area="dfrtp_1, dfrtn_1, mux2_4"
export IMPL_synth_warnings=8
export IMPL_yosysUniqueCellTypes=50
export IMPL_yosysSeqAreaShare=0.609
export IMPL_stop_stage="clock tree synthesis"
export IMPL_synth_stat_cells=686
export IMPL_postCtsHoldBufs=0
export IMPL_die_y_um=137
export IMPL_pre_cts_ws_ns=0.322
export IMPL_fp_util=0.518
export IMPL_dp_hpwl_um=12400
export IMPL_io_buffers=165
export IMPL_placed_cell_area_um2=10900
export IMPL_synthCells=686
## through the flow
| step | total power, W | util | instances | hold slack [ns] |
|---|---|---|---|---|
| after detailed placement | 0.00489 | 0.622 | 1061 | 0.402 |
| after global placement | 0.00486 | 0.622 | 1061 | 0.388 |
| after floorplan | 0.00403 | - | 698 | 0.376 |
## kinds of logic after synthesis
family | share of synthesized area
flip-flops | 0.609
XOR/XNOR | 0.0184
buffers and inverters | 0.0524
AND/OR/NAND/NOR | 0.0792
other | 0.000830
AND-OR/OR-AND | 0.0553
multiplexers | 0.177
adder cells (fa/ha/maj) | 0.00830
Power and IR drop assume default switching activity.
